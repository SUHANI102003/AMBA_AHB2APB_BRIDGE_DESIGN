[./run.sh]
#!/bin/bash
# OpenROAD 26Q1-2900-gdf79404cd8, Yosys 0.63+post, stock flow scripts
make -C /OpenROAD-flow-scripts/flow DESIGN_CONFIG=/design/flow/config.mk WORK_HOME=/design/flow/orfs finish
[./constraint.sdc]
current_design Bridge_Top

set clk_period 2.3
set clk_io_pct 0.2

create_clock -name clk0 -period $clk_period [get_ports {Hclk}]

set non_clock_inputs [all_inputs -no_clocks]
set_input_delay [expr $clk_period * $clk_io_pct] -clock clk0 $non_clock_inputs
set_output_delay [expr $clk_period * $clk_io_pct] -clock clk0 [all_outputs]
[./design.v]
module AHB_SLAVE_interface (
	Hclk,
	Hresetn,
	Hwrite,
	Hreadyin,
	Htrans,
	Haddr,
	Hwdata,
	Hresp,
	Hrdata,
	valid,
	Haddr1,
	Haddr2,
	Hwdata1,
	Hwdata2,
	Hwritereg,
	Hwritereg1,
	tempselx,
	Prdata);
input   Hclk,
	Hresetn,
	Hwrite,
	Hreadyin;
input [1:0] Htrans;
input [31:0] Haddr,Hwdata,Prdata;
output reg [31:0] Haddr1,Haddr2,Hwdata1,Hwdata2;
output [31:0] Hrdata; 
output reg valid, Hwritereg, Hwritereg1;
output reg [2:0] tempselx;
output  [1:0] Hresp;
always@(posedge Hclk)
begin
	if(!Hresetn)
	begin
		Haddr1 <= 32'b0;
		Haddr2 <= 32'b0;
	end
	else 
	begin
		Haddr1 <= Haddr;
		Haddr2 <= Haddr1;
	end
end
always@(posedge Hclk)
begin
	if(!Hresetn)
	begin
		Hwdata1 <= 32'b0;
		Hwdata2 <= 32'b0;
	end
	else 
	begin
		Hwdata1 <= Hwdata;
		Hwdata2 <= Hwdata1;
	end
end
always@(posedge Hclk)
begin
	if(!Hresetn)
	begin
		Hwritereg <= 1'b0;
		Hwritereg1 <= 1'b0;
	end
	else 
	begin
		Hwritereg <= Hwrite;
		Hwritereg1 <= Hwritereg;
	end
end
always@(*)
begin
	tempselx=3'b000;
	if (Hresetn && Haddr>=32'h8000_0000 && Haddr<32'h8400_0000)
		tempselx=3'b001;
	else if (Hresetn && Haddr>=32'h8400_0000 && Haddr<32'h8800_0000)
		tempselx=3'b010;
	else if (Hresetn && Haddr>=32'h8800_0000 && Haddr<32'h8C00_0000)
		tempselx=3'b100;
end
always @(*)
begin
	if (Hresetn && Hreadyin && (Haddr>=32'h8000_0000 && Haddr<32'h8C00_0000) && (Htrans==2'b10 || Htrans==2'b11) )
		valid=1'b1;
	else
		valid=1'b0;
end
assign Hrdata = Prdata;
assign Hresp=2'b00;
endmodule
module APB_controller( Hclk,Hresetn,valid,Haddr1,Haddr2,Hwdata1,Hwdata2,Prdata,Hwrite,Haddr,Hwdata,Hwritereg,tempselx, 
			   Pwrite,Penable,Pselx,Paddr,Pwdata,Hreadyout);
input Hclk,Hresetn,valid,Hwrite,Hwritereg;
input [31:0] Hwdata,Haddr,Haddr1,Haddr2,Hwdata1,Hwdata2,Prdata;
input [2:0] tempselx;
output reg Pwrite,Penable;
output reg Hreadyout;  
output reg [2:0] Pselx;
output reg [31:0] Paddr,Pwdata;
parameter ST_IDLE=3'b000;
parameter ST_WWAIT=3'b001;
parameter ST_READ= 3'b010;
parameter ST_WRITE=3'b011;
parameter ST_WRITEP=3'b100;
parameter ST_RENABLE=3'b101;
parameter ST_WENABLE=3'b110;
parameter ST_WENABLEP=3'b111;
reg [2:0] PRESENT_STATE,NEXT_STATE;
always @(posedge Hclk)
 begin:PRESENT_STATE_LOGIC
  if (~Hresetn)
    PRESENT_STATE<=ST_IDLE;
  else
    PRESENT_STATE<=NEXT_STATE;
 end
always @(PRESENT_STATE,valid,Hwrite,Hwritereg)
 begin:NEXT_STATE_LOGIC
  case (PRESENT_STATE)
 	ST_IDLE:begin
		 if (~valid)
		  NEXT_STATE=ST_IDLE;
		 else if (valid && Hwrite)
		  NEXT_STATE=ST_WWAIT;
		 else 
		  NEXT_STATE=ST_READ;
		end    
	ST_WWAIT:begin
		 if (~valid)
		  NEXT_STATE=ST_WRITE;
		 else
		  NEXT_STATE=ST_WRITEP;
		end
	ST_READ: begin
		   NEXT_STATE=ST_RENABLE;
		 end
	ST_WRITE:begin
		  if (~valid)
		   NEXT_STATE=ST_WENABLE;
		  else
		   NEXT_STATE=ST_WENABLEP;
		 end
	ST_WRITEP:begin
		   NEXT_STATE=ST_WENABLEP;
		  end
	ST_RENABLE:begin
		     if (~valid)
		      NEXT_STATE=ST_IDLE;
		     else if (valid && Hwrite)
		      NEXT_STATE=ST_WWAIT;
		     else
		      NEXT_STATE=ST_READ;
		   end
	ST_WENABLE:begin
		     if (~valid)
		      NEXT_STATE=ST_IDLE;
		     else if (valid && Hwrite)
		      NEXT_STATE=ST_WWAIT;
		     else
		      NEXT_STATE=ST_READ;
		   end
	ST_WENABLEP:begin
		      if (~valid && Hwritereg)
		       NEXT_STATE=ST_WRITE;
		      else if (valid && Hwritereg)
		       NEXT_STATE=ST_WRITEP;
		      else
		       NEXT_STATE=ST_READ;
		    end
	default: begin
		   NEXT_STATE=ST_IDLE;
		  end
  endcase
 end
reg Penable_temp,Hreadyout_temp,Pwrite_temp;
reg [2:0] Pselx_temp;
reg [31:0] Paddr_temp, Pwdata_temp;
always @(*)
 begin:OUTPUT_COMBINATIONAL_LOGIC
   case(PRESENT_STATE)
	ST_IDLE: begin
			  if (valid && ~Hwrite) 
			   begin:IDLE_TO_READ
			        Paddr_temp=Haddr;
				Pwrite_temp=Hwrite;
				Pselx_temp=tempselx;
				Penable_temp=0;
				Hreadyout_temp=0;
			   end
			  else if (valid && Hwrite)
			   begin:IDLE_TO_WWAIT
			        Pselx_temp=0;
				Penable_temp=0;
				Hreadyout_temp=1;			   
			   end
			  else
                            begin:IDLE_TO_IDLE
			        Pselx_temp=0;
				Penable_temp=0;
				Hreadyout_temp=1;	
			   end
		     end    
	ST_WWAIT:begin
	          if (~valid) 
			   begin:WAIT_TO_WRITE
			    Paddr_temp=Haddr1;
				Pwrite_temp=1;
				Pselx_temp=tempselx;
				Penable_temp=0;
				Pwdata_temp=Hwdata;
				Hreadyout_temp=0;
			   end
			  else 
			   begin:WAIT_TO_WRITEP
			    Paddr_temp=Haddr1;
				Pwrite_temp=1;
				Pselx_temp=tempselx;
				Pwdata_temp=Hwdata;
				Penable_temp=0;
				Hreadyout_temp=0;		   
			   end
		     end  
	ST_READ: begin:READ_TO_RENABLE
			  Penable_temp=1;
			  Hreadyout_temp=1;
		     end
	ST_WRITE:begin
              if (~valid) 
			   begin:WRITE_TO_WENABLE
				Penable_temp=1;
				Hreadyout_temp=1;
			   end
			  else 
			   begin:WRITE_TO_WENABLEP  
				Penable_temp=1;
				Hreadyout_temp=1;		   
			   end
		     end
	ST_WRITEP:begin:WRITEP_TO_WENABLEP
               Penable_temp=1;
			   Hreadyout_temp=1;
		      end
	ST_RENABLE:begin
	            if (valid && ~Hwrite) 
				 begin:RENABLE_TO_READ
					Paddr_temp=Haddr;
					Pwrite_temp=Hwrite;
					Pselx_temp=tempselx;
					Penable_temp=0;
					Hreadyout_temp=0;
				 end
			  else if (valid && Hwrite)
			    begin:RENABLE_TO_WWAIT
			     Pselx_temp=0;
				 Penable_temp=0;
				 Hreadyout_temp=1;			   
			    end
			  else
                begin:RENABLE_TO_IDLE
			     Pselx_temp=0;
				 Penable_temp=0;
				 Hreadyout_temp=1;	
			    end
		       end
	ST_WENABLEP:begin
                 if (~valid && Hwritereg) 
			      begin:WENABLEP_TO_WRITEP
			       Paddr_temp=Haddr2;
				   Pwrite_temp=Hwrite;
				   Pselx_temp=tempselx;
				   Penable_temp=0;
				   Pwdata_temp=Hwdata;
				   Hreadyout_temp=0;
				  end
			    else 
			     begin:WENABLEP_TO_WRITE_OR_READ  
			      Paddr_temp=Haddr2;
				  Pwrite_temp=Hwrite;
				  Pselx_temp=tempselx;
				  Pwdata_temp=Hwdata;
				  Penable_temp=0;
				  Hreadyout_temp=0;		   
			     end
		        end
	ST_WENABLE :begin
	             if (~valid && Hwritereg) 
			      begin:WENABLE_TO_IDLE
				   Pselx_temp=0;
				   Penable_temp=0;
				   Hreadyout_temp=0;
				  end
			    else 
			     begin:WENABLE_TO_WAIT_OR_READ  
				  Pselx_temp=0;
				  Penable_temp=0;
				  Hreadyout_temp=0;		   
			     end
		        end
 endcase
end
always @(posedge Hclk)
 begin
  if (~Hresetn)
   begin
    Paddr<=0;
	Pwrite<=0;
	Pselx<=0;
	Pwdata<=0;
	Penable<=0;
	Hreadyout<=0;
   end
  else
   begin
        Paddr<=Paddr_temp;
	Pwrite<=Pwrite_temp;
	Pselx<=Pselx_temp;
	Pwdata<=Pwdata_temp;
	Penable<=Penable_temp;
	Hreadyout<=Hreadyout_temp;
   end
 end
endmodule
module Bridge_Top(
    input  Hclk,
    input  Hresetn,
    input  Hwrite,
    input  Hreadyin,
    input  [31:0] Hwdata,
    input  [31:0] Haddr,
    input  [31:0] Prdata,
    input  [1:0]  Htrans,
    output Penable,
    output Pwrite,
    output Hreadyout,
    output [1:0]  Hresp, 
    output [2:0]  Pselx,
    output [31:0] Paddr,
    output [31:0] Pwdata,
    output [31:0] Hrdata
);
wire valid;
wire [31:0] Haddr1, Haddr2, Hwdata1, Hwdata2;
wire Hwritereg;
wire [2:0] tempselx;
AHB_SLAVE_interface AHBSlave (
    .Hclk(Hclk),
    .Hresetn(Hresetn),
    .Hwrite(Hwrite),
    .Hreadyin(Hreadyin),
    .Htrans(Htrans),
    .Haddr(Haddr),
    .Hwdata(Hwdata),
    .Hresp(Hresp),
    .Hrdata(Hrdata),
    .valid(valid),
    .Haddr1(Haddr1),
    .Haddr2(Haddr2),
    .Hwdata1(Hwdata1),
    .Hwdata2(Hwdata2),
    .Hwritereg(Hwritereg),
    .tempselx(tempselx),
    .Prdata(Prdata)
);
APB_controller APBControl (
    .Hclk(Hclk),
    .Hresetn(Hresetn),
    .valid(valid),
    .Haddr1(Haddr1),
    .Haddr2(Haddr2),
    .Hwdata1(Hwdata1),
    .Hwdata2(Hwdata2),
    .Prdata(Prdata),
    .Hwrite(Hwrite),
    .Haddr(Haddr),
    .Hwdata(Hwdata),
    .Hwritereg(Hwritereg),
    .tempselx(tempselx),
    .Pwrite(Pwrite),
    .Penable(Penable),
    .Pselx(Pselx),
    .Paddr(Paddr),
    .Pwdata(Pwdata),
    .Hreadyout(Hreadyout)
);
endmodule
[./config.mk]
export PLATFORM = sky130hd
export DESIGN_NAME = Bridge_Top
export DESIGN_NICKNAME = Bridge_Top
export VERILOG_FILES = /design/flow/design.v
export SDC_FILE = /design/flow/constraint.sdc
export NUM_CORES = 4
export LEC_CHECK = 1
export CORE_UTILIZATION = 30
export SYNTH_HDL_FRONTEND = slang
==> changes_impl.md <==
## Implementation

- Wire length on met3: ~490 µm
- Largest area contributor in the netlist: dfxtp_1
- CTS tree: yes
- Critical R2R Capture: APBControl.Hreadyout
- Mapped cell area: 0.00590 mm²
- Core area: 0.0190 mm²
- GRT Resource Usage Total: 0.122
- Hold Vio Cnt, Final: 0
- Fill cells: 1785
- Vias in the first global route: 3715
- CP Buf/Inv Count: 1
- Largest net degree at the start of global routing: approximately 140
- Worst-margin pin slew: 0.701 ns
- I/O pin count: roughly 210
- Fin Setup TNS: 0 ns
- Total Wirelength: ~12 mm
- DRT iter0 DRCs: 121
- Antenna cells: 0
- DRC: 0
- Gate Count Post-Synth: approximately 500
- Die height: around 140 µm
- Pre-CTS WS: 0.226 ns
- OpenROAD warning count: 28
- Status: finished, final reports clean
- Met1 WL: between 5 and 6 mm
- Max_slew headroom: 0.533
- Ys Warns: 0
- Insertion delay at the late pin of the worst-skew pair: 0.41 ns
- Antenna-violating nets left: 0
- Core Util at FP: 0.310
- Reg-to-Reg Start: APBControl.PRESENT_STATE[0]
- Endpoints left unconstrained: 68
- Crit path launch type: flop
- # Cells Yosys: 505
- Via count: around 3700
- Reg2reg setup slack: 0.79 ns
- Global-route wire length before repair: 19.0 mm
- Setup bufs post-CTS: 0
- FMAX: about 600 MHz
- Total of max-cap violations: 0
- DR WL/cell: between 10 and 15 µm
- Highest ir drop seen on vdd: 0.429 mV
- DR WL met2: 5.51 mm
- YS chip area: 0.00590 mm²
- Synth area leaders: dfxtp_1 48%, and2_1 14%, dlxtn_1 8.9%
- Critical path type: flop to primary output
- Vias per Instance: a little over 4
- Hold-critical path endpoint: APBControl.PRESENT_STATE[5]
- Final core utilization: 0.419
- CP arrival: 1.24 ns
- Placer Congestion: 0.769
- CTS clk-pin slew, worst paths: 0.06 ns
- Pwr dens: 755 mW/mm²
- Hold Path Class: flop to flop
- Area share of the largest cell type after synthesis: 0.485
- Placed Cells: roughly 850
- Cts repair resizes: 0
- Slowest stage delay, CP: 0.53 ns
- Crit end category: primary output
- Final worst slack: 0.596 ns
- Worst-path cell chain: clkdlybuf4s50_1
- DR pass1 iterations: 4
- R2R depth: 3
- CP top delay family: buffers and inverters
- Tmin final: 1.70 ns
- Die width: approximately 140 µm
- Clock buffer depth: 2
- Register pins left without a clock: 68
- RSZ-0062 raised after global routing: false
- Initial antenna violation count: 0
- Final Skew: 0.00702 ns
- CTS Root Cell: clkbuf_16
- Min-delay src: APBControl.PRESENT_STATE[2]
- Area grow syn2layout: 35.0%
- Synth flops: 211
- Dpl hpwl: between 7 and 8 mm
- Leak: between 0.003 and 0.004 µW
- Data required, critical path: between 1.5 and 2 ns
- Chip footprint: 0.0202 mm²
- Top sig layer: met4
- Cts hold-fix bufs: 0
- Row count: 50
- Slowest CP cell: clkdlybuf4s50_1
- Grt ovf: 0
- # setup viols final: 0
- Fin crit share: 0.741
- Post-synthesis area per instance: 11.7 µm²
- Hold depth: 1
- Distinct cells, synth: 30
- Max Slew Vio Count: 0
- Final cell count without fillers: 878
- Max FO, Critical Path: 1
- Num CTS Buffers: 17
- PortBufs: 138
- # H-tree levels: 4
- Share of cells above drive strength 1: 0.0777
## per-stage QoR
stage / area, µm² / hold WS [ns] / total power, µW
final: 7970 / 0.435 / 6020
after CTS: 7970 / 0.435 / 6100
after global routing: 7970 / 0.445 / 6260
after detailed placement: 7320 / 0.427 / 3080
after global placement: 7320 / 0.421 / 3070
after floorplan: 5910 / 0.412 / 2860
## sequential cells by signal, summed over array words and instances (netlist names)
| name | count |
|---|---|
| AHBSlave.Haddr2 | 32 |
| APBControl.Pselx | 3 |
| APBControl.Hreadyout | 1 |
| APBControl.Pselx_temp | 3 |
| APBControl.Pwdata | 32 |
| APBControl.Pwrite_temp | 1 |
| AHBSlave.Hwritereg | 1 |
| APBControl.Penable | 1 |
| APBControl.Pwrite | 1 |
| APBControl.PRESENT_STATE | 8 |
| APBControl.Paddr_temp | 32 |
| APBControl.Paddr | 32 |
| APBControl.Pwdata_temp | 32 |
| AHBSlave.Haddr1 | 32 |
## routing by layer
| layer | vias to the layer above | global-route usage |
|---|---|---|
| li1 | 1833 | - |
| met1 | 1720 | 0.173 |
| met2 | 77 | 0.196 |
| met3 | 21 | 0.0288 |
| met4 | 0 | 0.0221 |
| met5 | - | 0 |
## worst max-delay path by stage
stage	start	endpoint	cells past startpoint	slack, ns
4_1_cts	APBControl.Paddr[28]	Paddr[28]	1	0.57
5_1_grt	APBControl.Paddr[27]	Paddr[27]	1	0.53
6_report	APBControl.Paddr[28]	Paddr[28]	1	0.60
## report_power, final
part           internal (µW)  switching [µW]  total (µW)  leakage (µW)
registers               2620            35.6        2660       0.00173
logic                    259            99.6         359       0.00113
clock network           1940            1050        3000      0.000320
total                   4830            1190        6020       0.00318
## layout make-up
type                            instances  area [µm²]  area share
Multi-Input combinational cell        229        1650       0.207
Clock buffer                           21         480      0.0603
Clock inverter                         11         176      0.0221
Sequential cell                       211        3880       0.487
Tap cell                              260         325      0.0408
Timing Repair Buffer                  146        1450       0.182
## cell families (layout without fill, tap and decap cells)
| kind of cell | count (synthesis) | in the layout | share of synthesized area |
|---|---|---|---|
| compound gates | 44 | 44 | 0.0712 |
| buf+inv | 66 | 178 | 0.0655 |
| flops | 143 | 143 | 0.485 |
| latches | 68 | 68 | 0.173 |
| other cells | 1 | 2 | 0.000635 |
| simple gates | 183 | 183 | 0.205 |
## cell usage in the layout (no fill, tap or decap), types with 3 or more instances in the layout
master / Yosys / final
clkbuf_8: 0 / 4
clkdlybuf4s50_1: 0 / 137
clkinv_4: 0 / 3
and2_1: 135 / 135
dlxtn_1: 35 / 35
a221o_1: 32 / 32
clkbuf_16: 0 / 17
buf_4: 35 / 8
nor2_1: 4 / 3
dfxtp_1: 143 / 142
bufinv_16: 0 / 4
nor3b_1: 36 / 36
dlxtp_1: 33 / 33
## synth_stat cells
library cell / count
nor4_2: 1
a31oi_1: 1
a2111o_1: 1
conb_1: 1
nor3b_1: 36
a211o_1: 1
o21bai_1: 1
o311a_1: 1
a21oi_1: 1
a22o_1: 1
buf_1: 1
nand2_1: 1
a2111oi_2: 1
or2_1: 1
nor3_1: 1
dlxtp_1: 33
and3_1: 1
nor2_1: 4
and2_1: 135
buf_2: 6
a221o_1: 32
buf_4: 35
dlxtn_1: 35
nand4bb_4: 1
nand3b_1: 1
clkbuf_1: 24
dfxtp_1: 143
o21ai_0: 1
nand4bb_1: 1
o31ai_1: 3
Power figures rest on the tool's default switching activity, not on a simulated workload.
